## flow/run.sh

```bash
#!/bin/bash
# OpenROAD 26Q1-2900-gdf79404cd8, Yosys 0.63+post, stock flow scripts
make -C /OpenROAD-flow-scripts/flow DESIGN_CONFIG=/design/flow/config.mk WORK_HOME=/design/flow/orfs finish
```

## flow/config.mk

```make
export PLATFORM = sky130hd
export DESIGN_NAME = APB_Slave
export DESIGN_NICKNAME = APB_Slave
export VERILOG_FILES = /design/flow/design.v
export SDC_FILE = /design/flow/constraint.sdc
export NUM_CORES = 4
export LEC_CHECK = 1
export CORE_UTILIZATION = 40
```

## flow/constraint.sdc

```tcl
current_design APB_Slave

set clk_period 20.4
set clk_io_pct 0.2

create_clock -name clk0 -period $clk_period [get_ports {PCLK}]

set non_clock_inputs [all_inputs -no_clocks]
set_input_delay [expr $clk_period * $clk_io_pct] -clock clk0 $non_clock_inputs
set_output_delay [expr $clk_period * $clk_io_pct] -clock clk0 [all_outputs]
```

## flow/design.v

```verilog
`timescale 1ns/1ps
module APB_Slave
(
    input                         PCLK,
    input                         PRESETn,
    input                         PENABLE,
    input        [8-1:0] PADDR,
    input                         PWRITE,
    input                         PSEL,
    input        [32-1:0] PWDATA,
    output reg   [32-1:0] PRDATA,
    output reg                    PREADY
);
reg [32-1:0] RAM [0:2**8 -1];
reg [1:0] State;
reg [8-1:0] temp_addr;
reg [32-1:0] temp_data;
reg temp_write;
always @(negedge PRESETn or negedge PCLK) begin
    if (PRESETn == 0) begin
        State <= 2'b00;
        PRDATA <= 0;
        PREADY <= 0;
    end
    else begin
        case (State)
            2'b00 : begin
                PRDATA <= 0;
                if (PSEL && !PENABLE)begin
                    temp_addr<=PADDR;
                    temp_data<=PWDATA;
                    temp_write<=PWRITE;
                    State <= 2'b01;
                end
            end
            2'b01 : begin
                if (PSEL && PENABLE && PADDR==temp_addr && PWRITE==temp_write && PWDATA==temp_data) begin
                    if (PWRITE)begin
                        PREADY <= 1;
                        RAM[PADDR] <= PWDATA;
                    end else if (!PWRITE)begin
                        PREADY <= 1;
                        PRDATA <= RAM[PADDR];
                    end;
                    State <= 2'b00;
                end
            end
            default:State <= 2'b00;
        endcase
    end
end
endmodule
```

==> impl_metrics.py <==
# Physical implementation metrics
metrics = {
    "run_status": {
        "status": "finished with violations",
        "violations": "antenna rules, capacitance limit, slew limit",
    },
    "critical_path": {
        "cp-end-kind": "register",
        "startpoint_type": "input pin",
        "rr_endpoint": "RAM[99][11]",
        "rrSetupSlack_ns": 14.45,
        "required_ns": 11.13,
        "crit_path_max_fanout": 36,
        "criticalPathCategory": "input pin to register",
        "r2r_cells": 10,
        "arrival_ns": 10.65,
        "reg2reg_from": "temp_data[13]",
    },
    "clock_tree": {
        "post_cts_buffers": 0,
        "cts_max_level": 6,
        "insertion_delay_ns": 1.18,
        "cts_buffers": 879,
        "cts.clk_slew.worst_paths_ns": 0.05,
        "ctsResizeCount": 0,
        "cts_tree": "built",
        "root_buffer": "clkbuf_16",
        "hold_buffers": 0,
        "cts_sinks": 8268,
        "clockBufferDepth": 4,
    },
    "global_routing": {
        "antenna_found_initial": 239,
        "grt_usage": 0.437,
        "grt_overflow": 0,
        "grt_pass1_wl_um": 1960000,
        "grt_pass1_vias": 234000,
        "grt_max_degree": 104,
    },
    "final_layout": {
        "fillers": 58900,
        "final_cells": 37300,
        "utilization": 0.519,
        "final_layout_size_suffix_gt1_frac": 0.132,
        "fin_area_um2": 390000,
        "area.growth.synth_to_final_pct": 29.3,
    },
    "sta": {
        "rsz0062_at_grt": "false",
        "setup_ws_ns": 0.476,
        "finClkSkew_ns": 0.119,
        "relSlewSlack": -0.0794,
        "setup_viol": 0,
        "drv_slew": 26,
        "max_slew.worst_pin.slew_ns": 1.61,
        "finalHoldViolations": 0,
    },
    "floorplanning": {
        "core_um2": 750000,
        "rows": 318,
        "ios": 78,
        "die_y_um": 870,
        "die_width_um": 870,
        "die_area_um2": 757000,
        "fp_util": 0.402,
    },
    "power_and_ir_drop": {
        "leakagePower_nw": 156,
        "p_per_area_nw_per_um2": 110,
        "vdd_drop_max_mv": 0.110,
        "power.total_mw": 43.0,
    },
    "drt": {
        "drt_first_pass_iters": 10,
        "dr.first_iter.drc_count": 22100,
        "drt-vias-per-instance": 5.89,
        "wirelength_um": 1520000,
        "avgRoutedWirePerCell_um": 40.8,
        "drc": 0,
        "antenna_left": 1,
        "vias": 219000,
    },
    "place": {
        "dpl_cell_area_um2": 327000,
        "dp.cells": 27100,
        "routabilityCongestion": 1.12,
        "dp_hpwl_um": 1000000,
        "numPortBuffers": 77,
        "post-place-ws_ns": -0.233,
    },
    "logic_synthesis": {
        "syn_area_um2": 302000,
        "yosys_most_used_dff": "edfxtp_1",
        "edf_count": 8233,
        "syn_inst": 16700,
        "ys_async_sr_fraction": 0.00423,
        "ys_top_cells_by_count": "edfxtp_1 (8233), a22oi_1 (2872), clkbuf_1 (717)",
        "yosys-stat-cells": 16700,
        "yosysTopAreaCell": "edfxtp_1",
        "top_cell": "edfxtp_1",
        "yosys_warnings": 2,
        "postSynthAreaPerCell_um2": 18.1,
        "synth_cell_types": 55,
        "yosys_area_um2": 302000,
        "area_leaders": "edfxtp_1 (82%), a22oi_1 (7.2%), a22o_1 (1.2%), clkbuf_1 (0.89%), o22ai_1 (0.87%)",
        "ys.flops": 8268,
        "netlist.area_leader.share": 0.820,
        "ys_seq_frac": 0.823,
    },
    "min_path": {
        "hold_path_end": "PRDATA[21]",
        "whs_path_depth": 2,
        "holdCritStartpoint": "RAM[0][21]",
        "hold_path.class": "register to register",
    },
    "job": {
        "max_cap_viol_count": 6,
        "warnings": 1036,
    },
}
critical path, cell delays in order:
cell     delay, ns
buf_2         0.87
or4b_4        0.68
buf_4         0.46
nor2_4        0.23
a22oi_1       0.27
nand4_1       0.78
nor2_1        0.55
buf_4         0.32
nand4_1       1.03
nor4b_1       1.00
o21ai_1       0.16
routing by layer:
layer	vias to the layer above	routed length, um	track usage	share of wire
met3	4262	317000	0.429	0.21
met2	18800	629000	0.540	0.41
met1	106000	429000	0.422	0.28
met4	277	129000	0.312	0.085
li1	90100	-	-	-
met5	-	16000	0.186	0.011
layout make-up:
| cell class | instances | area, um2 | area share |
|---|---|---|---|
| Clock inverter | 8952 | 39300 | 0.101 |
| Tap cell | 9920 | 12400 | 0.0318 |
| Antenna cell | 357 | 893 | 0.00229 |
| Sequential cell | 8268 | 248000 | 0.636 |
| Inverter | 4 | 15.0 | 0.0000385 |
| Multi-Input combinational cell | 7273 | 52200 | 0.134 |
| Clock buffer | 887 | 22200 | 0.0569 |
| Timing Repair Buffer | 1602 | 14700 | 0.0377 |
flip-flops by register name (all words and copies together) (netlist names):
name and flops:
temp_addr 8, State 2, PRDATA 32, PREADY 1, temp_data 32, RAM 8192, temp_write 1
per-stage QoR:
stage / TNS [ns] / hold WS [ns]
2_1_floorplan: 0 / 0.369
3_3_place_gp: -1.66 / 0.451
3_5_place_dp: -0.589 / 0.424
4_1_cts: 0 / 0.464
5_1_grt: 0 / 0.510
6_report: 0 / 0.459
how the worst max path moves through the flow:
stage	from	to	slack (ns)	cells after the start
global route	PADDR[6]	PRDATA[20]	0.88	14
CTS	PADDR[0]	PRDATA[27]	0.82	11
finish	PADDR[0]	PRDATA[26]	0.48	11
cells by family after synthesis:
| family | count (synthesis) | share of synthesized area |
|---|---|---|
| buf+inv | 1151 | 0.0154 |
| compound gates | 4850 | 0.120 |
| xor+xnor | 40 | 0.00116 |
| simple gates | 2383 | 0.0410 |
| flops | 8268 | 0.823 |
power breakdown:
group / total (mW) / internal, mW / leakage (nW) / switching (mW)
Clock: 23.0 / 12.0 / 59.0 / 11.0
Combinational: 1.17 / 0.204 / 22.5 / 0.968
Sequential: 18.8 / 18.8 / 74.4 / 0.0000000000000000548
Total: 43.0 / 31.1 / 156 / 12.0
cell usage in the layout (no fill, tap or decap), types with 189 or more instances in the layout:
cell        count
edfxtp_1     8233
diode_2       357
clkbuf_16     886
o22ai_1       417
nand4_1       269
nand3_1       246
clkinvlp_2    217
buf_4        1334
buf_12        189
nor3_2        273
a22oi_1      2872
nand2_1       637
and3_1        203
a22o_1        428
a21oi_1       414
inv_1        8437
No activity file was given, so power comes from the tool's default toggle rates.
